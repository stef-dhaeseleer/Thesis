[config.mk]
export PLATFORM = sky130hd
export DESIGN_NAME = message_counter
export DESIGN_NICKNAME = message_counter
export VERILOG_FILES = /design/flow/design.v
export SDC_FILE = /design/flow/constraint.sdc
export NUM_CORES = 4
export LEC_CHECK = 1
export CORE_UTILIZATION = 30
[run.sh]
#!/bin/bash
# OpenROAD 26Q1-2900-gdf79404cd8, Yosys 0.63+post, stock flow scripts
make -C /OpenROAD-flow-scripts/flow DESIGN_CONFIG=/design/flow/config.mk WORK_HOME=/design/flow/orfs finish
[design.v]
`timescale 1ns / 1ps
module message_counter(
    input clk,                       
    input rst_n,                     
    input start,                     
    input [63:0] message_seed,       
    output [63:0] counter,           
    output reg valid                 
    );
    reg [1:0] state, next_state;         
    reg [63:0] counter_reg;
    reg load_seed;
    reg load_counter;
    localparam [1:0]    init = 2'h0;     
    localparam [1:0]    first = 2'h1;
    localparam [1:0]    working = 2'h2;
    always @(posedge clk) begin  
        if (rst_n == 1'b0) begin    
            state <= init;
        end
        else begin
            state <= next_state;
        end
    end
    always @(*) begin    
        case (state)
        init: begin
            next_state <= init;
            if (start == 1'b1) begin
                next_state <= first;
            end
        end
        first: begin
            next_state <= working;
        end
        working: begin
            next_state <= working;
            if (start == 1'b0) begin
                next_state <= init;
            end
        end
        default: begin
            next_state <= init;
        end
        endcase
    end
    always @(*) begin    
        load_seed <= 1'b0;
        load_counter <= 1'b0;
        valid <= 1'b0;
        case (state)
        init: begin
            load_seed <= 1'b1;
        end
        first: begin
            load_counter <= 1'b1;
        end
        working: begin
            load_counter <= 1'b1;
            valid <= 1'b1;
        end
        endcase
    end
    always @(posedge clk) begin      
        if (load_seed == 1'b1) begin    
            counter_reg <= message_seed;
        end
        else if (load_counter == 1'b1) begin    
            counter_reg <= counter_reg + 1;
        end
    end
    assign counter = counter_reg[63:0];
endmodule
[constraint.sdc]
current_design message_counter

set clk_period 9.9
set clk_io_pct 0.2

create_clock -name clk0 -period $clk_period [get_ports {clk}]

set non_clock_inputs [all_inputs -no_clocks]
set_input_delay [expr $clk_period * $clk_io_pct] -clock clk0 $non_clock_inputs
set_output_delay [expr $clk_period * $clk_io_pct] -clock clk0 [all_outputs]
==> results.json <==
{
  "async_flop_share": 0,
  "antenna_cells": 0,
  "warning_count": 25,
  "drt-total-wl_mm": 11.8,
  "finalCritPeriodShare": 0.337,
  "drc": 0,
  "grt_pass1_vias": 3634,
  "min_path_type": "flop to flop",
  "yosys-top-cells-area": "edfxtp_1 46%, nand2_1 6.0%, o21ai_0 5.2%",
  "place.gp.congestion": 0.804,
  "pre_cts_ws_ns": 6.90,
  "fin_tns_setup_ns": 0,
  "p_total_mw": 0.891,
  "worstPathCellList": "clkdlybuf4s50_1",
  "synth_chip_area_um2": 4200,
  "die_height_um": 120,
  "path_clk_slew_ns": 0.06,
  "dp_hpwl_mm": 8.29,
  "cts_tree": "done",
  "final_util": 0.443,
  "routed_via_density": 5.13,
  "holdWs_ns": 0.488,
  "status": "complete, no violations",
  "yosys_warnings": 1,
  "via_count": 3875,
  "postLayoutSetupSlackWorst_ns": 6.56,
  "worst-path-max-fanout": 7,
  "leakage_nw": 1.99,
  "cts.sinks": 67,
  "dpl.cell_count": 740,
  "crit_cells": 1,
  "cts-buffers-inserted": 9,
  "dr.pass1.iters": 4,
  "clock_latency_ns": 0.33,
  "fp_util": 0.312,
  "cp_top_family": "buffers and inverters",
  "critical_path.endpoint_type": "output pin",
  "crit_required_ns": 7.92,
  "setup_violations": 0,
  "grt.total_usage": 0.169,
  "flop_cell": "edfxtp_1",
  "cts_resized": 0,
  "final_area_um2": 5960,
  "antenna_found_initial": 0,
  "std_cell_rows": 42,
  "edf_count": 64,
  "ys.flops": 67,
  "seq_area_um2": 1990,
  "placed_cell_area_um2": 5680,
  "instances_no_fill": 756,
  "syn_area_um2": 4200,
  "crit_type": "flop to output pin",
  "ioPinCount": 132,
  "clockBufferDepth": 2,
  "port_buffers": 131,
  "start_kind": "flop",
  "fin_skew_ns": 0.00444,
  "core_area_um2": 13500,
  "drt_iter0_drc": 369,
  "tightest_slew_ns": 0.746,
  "comb_area_um2": 2090,
  "grt_pass1_wl_mm": 18.8,
  "ir_drop_v": 0.0000781,
  "synth_cells": 452,
  "cts_root_buffer": "clkbuf_16",
  "period_minus_slack_ns": 3.34,
  "maxSlewHeadroom": 0.503,
  "cts-hold-fix-buffers": 0,
  "path_buffers": 1,
  "drv_slew": 0,
  "synth.distinct_cells": 42,
  "rrSetupSlack_ns": 6.88,
  "cp_data_arrival_time_ns": 1.36,
  "p_per_area_nw_per_um2": 150,
  "htreeDepth": 3,
  "fp.dieArea_um2": 14500,
  "crit_slowest_cell": "clkdlybuf4s50_1",
  "fill_cells": 1299,
  "layout-area-overhead-vs-synth_pct": 41.9,
  "max-cap-violations": 0,
  "startpoint": "counter_reg[46]",
  "r2r_cells": 5,
  "grt_start_max_net_pins": 82,
  "ys_cells": 452,
  "syn_area_per_cell_um2": 9.29,
  "hold_viol": 0,
  "wire_per_inst_um": 15.5,
  "grt_overflow": 0,
  "top_area_frac": 0.458,
  "fmax_mhz": 300,
  "rsz0062_at_grt": "false",
  "ant_nets": 0,
  "max_stage_delay_ns": 0.56,
  "largest_reg_flops": 64,
  "largest_area_cell": "edfxtp_1",
  "worstSetupEndpoint": "counter[46]",
  "ys_seq_share": 0.472,
  "cts_setup_buffers": 0,
  "regToRegEndpoint": "counter_reg[63]",
  "die_x_um": 120,
  "drive_gt1_frac": 0.0517,
  "r2r-start": "counter_reg[18]"
}
==> per-layer routing <==
layer / global-route usage / share of wire / vias to the layer above
li1: - / - / 1951
met1: 0.270 / 0.47 / 1776
met2: 0.249 / 0.45 / 135
met3: 0.0409 / 0.074 / 13
met4: 0.0216 / 0.012 / 0
met5: 0 / 0 / -
==> logic make-up (layout without fill, tap and decap cells) <==
logic type,after synthesis,after routing,synth area share
and+or+nand+nor,227,227,0.282
AOI/OAI and AO/OA,77,77,0.110
DFF,67,67,0.472
xor gates and xnor gates,36,36,0.0751
buffers and inverters,34,162,0.0328
muxes,10,10,0.0244
adders and majority gates,1,1,0.00298
==> worst min path at each step <==
stage,start,to,depth (start not counted)
4_1_cts,state[2],state[1],2
5_1_grt,state[2],state[1],2
6_report,state[2],state[1],2
==> cell usage in the layout (no fill, tap or decap), types with 7 or more instances in the layout <==
master / instances
o21ai_0: 44
and3_1: 7
or3_1: 10
clkdlybuf4s50_1: 131
or4_1: 9
nand4_1: 23
nor2_1: 27
xor2_1: 17
nor4_1: 16
nor2b_1: 11
a31oi_1: 12
nand3_1: 26
mux2i_1: 8
edfxtp_1: 64
nand2_1: 67
clkbuf_16: 9
inv_1: 8
xnor2_1: 19
nor3_1: 12
==> synthesized netlist by cell type (all sizes together) (4+ instances only) <==
master,n
nand2,67
edfxtp,64
o21ai,44
nand3,28
nor2,27
nand4,24
clkbuf,21
xnor2,19
nor4,17
xor2,17
a31oi,12
nor3,12
nor2b,11
or3,11
or4,10
inv,8
mux2i,8
and3,7
a22oi,6
o31ai,6
buf,4
==> final cells by class <==
type,count,area share
multi-input cells,351,0.350
repair buffers,137,0.228
flip-flops and latches,67,0.333
clock inverters,2,0.00168
inverters,9,0.00567
clock buffers,14,0.0443
well taps,176,0.0370
==> power by group <==
part           switching [mW]  internal [mW]  total [mW]
logic                  0.0628          0.115       0.177
registers              0.0540          0.360       0.414
clock network           0.117          0.183       0.300
total                   0.234          0.657       0.891
Power is estimated from default activity; no workload was simulated.
