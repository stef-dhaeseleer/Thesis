$ cat ./design.v
`timescale 1ns / 1ps
module lfsr(
    input clk,                   
    input rst_n,                 
    input start,                 
    input [63:0] message_seed,   
    output [63:0] lfsr,      
    output reg valid                 
    );
    reg [1:0] state, next_state;         
    reg [63:0] lfsr_reg;
    reg load_seed;
    reg load_lfsr;
    wire lfsr_feedback;
    localparam [1:0]    init = 2'h0;     
    localparam [1:0]    first = 2'h1;
    localparam [1:0]    working = 2'h2;
    always @(posedge clk) begin  
        if (rst_n == 1'b0) begin    
            state <= init;
        end
        else begin
            state <= next_state;
        end
    end
    always @(*) begin    
        case (state)
        init: begin
            next_state <= init;
            if (start == 1'b1) begin
                next_state <= first;
            end
        end
        first: begin
            next_state <= working;
        end
        working: begin
            next_state <= working;
            if (start == 1'b0) begin
                next_state <= init;
            end
        end
        default: begin
            next_state <= init;
        end
        endcase
    end
    always @(*) begin    
        load_seed <= 1'b0;
        load_lfsr <= 1'b0;
        valid <= 1'b0;
        case (state)
        init: begin
            load_seed <= 1'b1;
        end
        first: begin
            load_lfsr <= 1'b1;
        end
        working: begin
            load_lfsr <= 1'b1;
            valid <= 1'b1;
        end
        endcase
    end
    assign lfsr_feedback = ~(lfsr[63] ^ lfsr[62] ^ lfsr[60] ^ lfsr[59]);
    always @(posedge clk) begin      
        if (load_seed == 1'b1) begin    
            lfsr_reg <= message_seed;
        end
        else if (load_lfsr == 1'b1) begin    
            lfsr_reg <= {lfsr_reg[62:0], lfsr_feedback};
        end
    end
    assign lfsr = lfsr_reg[63:0];
endmodule
$ cat ./run.sh
#!/bin/bash
# OpenROAD 26Q1-2900-gdf79404cd8, Yosys 0.63+post, stock flow scripts
make -C /OpenROAD-flow-scripts/flow DESIGN_CONFIG=/design/flow/config.mk WORK_HOME=/design/flow/orfs finish
$ cat ./config.mk
export PLATFORM = sky130hd
export DESIGN_NAME = lfsr
export DESIGN_NICKNAME = lfsr
export VERILOG_FILES = /design/flow/design.v
export SDC_FILE = /design/flow/constraint.sdc
export NUM_CORES = 4
export LEC_CHECK = 1
export CORE_UTILIZATION = 30
$ cat ./constraint.sdc
current_design lfsr

set clk_period 7.6
set clk_io_pct 0.2

create_clock -name clk0 -period $clk_period [get_ports {clk}]

set non_clock_inputs [all_inputs -no_clocks]
set_input_delay [expr $clk_period * $clk_io_pct] -clock clk0 $non_clock_inputs
set_output_delay [expr $clk_period * $clk_io_pct] -clock clk0 [all_outputs]
==> metrics.csv <==
stage,metric,value,unit
outcome,status,completed,
setup_path,worst_setup_path_end_kind,output port,
global_routing,grt_pass1_wl,9250,um
timing,timing.final.crit_period,2750,ps
clocking,cts_tree,done,
finish,synthesis_to_layout_area_growth,56.2,%
routing,detail_route.first_pass.iterations,2,
routing,diodes,0,
floorplan,floorplan.core_area,0.00928,mm2
setup_path,r2r_setup_slack,5700,ps
floorplan,placement_rows,35,
setup_path,worstPathArrival,1230,ps
setup_path,critical_path.max_fanout,3,
finish,multiInputGateArea,838,um2
global_routing,grt_antenna_before_repair,0,
hold_path,timing.hold.worst.start,state[2]$_DFF_P_,
setup_path,timing.critical_path.required,6080,ps
floorplan,die_width,100,um
power,power,0.951,mW
finish,largest_register_ff_count,64,
floorplan,die_area,0.0100,mm2
setup_path,r2r_start,state[0]$_DFF_P_,
timing,clock_skew,8.32,ps
setup_path,critical_path.top_delay_family,buffers and inverters,
clocking,cts_resized,0,
logic_synthesis,yosys_register_bits,67,
timing,worstMarginPinSlew,523,ps
logic_synthesis,syn_avg_cell_area,19.4,um2
floorplan,fp.dieH,100,um
logic_synthesis,post_synth_inst_count,149,
finish,area.sequential,0.00199,mm2
finish,final_common_cell,clkdlybuf4s50_1,
setup_path,worst_setup_path_start_kind,register,
setup_path,path_class,register to output port,
routing,post_route_drc_violation_count,0,
clocking,worstSkewPairLatency,330,ps
logic_synthesis,yosysSeqAreaShare,68.7,%
timing,finalClockPeriodUsage,36.1,%
timing,setup_viol,0,
timing,timing.setup.tns,0,ps
timing,rsz0062_at_grt,false,
clocking,holdBufCountCts,0,
clocking,cts_setup_buffers,0,
place,gp_routability_congestion,0.720,
power,powerDensity,211,mW/mm2
global_routing,grt_util_overall,12.5,%
job,max-cap-violations,0,
routing,routed_via_density,4.28,
finish,final.fill_count,838,
place,hpwl,3960,um
setup_path,timing.critical_path.cells,clkdlybuf4s50_1,
hold_path,holdPathStages,2,
power,cellLeakagePower,1.66,nW
job,stage_log_warnings,25,
logic_synthesis,synth_stat.cells,149,
timing,max_clock_freq,364,MHz
hold_path,hold-path-endpoint,state[1]$_DFF_P_,
clocking,cts_made_buffers,9,
routing,detail-route-antenna-nets,0,
place,place.detailed.instances,404,
routing,drt_wl_total,5890,um
logic_synthesis,post_synth_num_cell_types,15,
logic_synthesis,yosys_warnings,1,
timing,finalMaxSlewViolations,0,
routing,routed_wirelength_normalized_by_instance_count,14.0,um
setup_path,largest_stage_delay_worst_path,490,ps
finish,post_route_cells_drive_above_1_share,28.2,%
routing,initialDrtViolationCount,31,
finish,fin_util,48.5,%
finish,final_cell_mix,"131 x clkdlybuf4s50_1, 64 x edfxtp_1, 47 x mux2_2",
global_routing,grt_remaining_overflow,0,
timing,slew_headroom,65.1,%
floorplan,initial_utilization,31.1,%
setup_path,worst_path_max_delay_cell,clkdlybuf4s50_1,
global_routing,via_count_of_the_first_global_routing_pass,1845,
finish,final-instance-count-excl-fill,420,
place,port_buffers,131,
power,max-vdd-ir-drop,0.0000914,V
floorplan,pin_count,132,
clocking,clk_pin_slew_worst_paths,70,ps
clocking,cts_max_level,3,
setup_path,timing.reg2reg.worst_path_depth,2,
global_routing,maximum_number_of_pins_on_one_net_before_global_route_repair,38,
logic_synthesis,netlist_top_cells_area,"edfxtp_1 67%, mux2_2 18%, mux2_4 8.3%",
logic_synthesis,synth_top_cell_by_area,edfxtp_1,
clocking,clk_path_buf_depth,2,
clocking,clock_tree.root_cell,clkbuf_8,
routing,detailroute.via_count,1796,
setup_path,timing.rr.end,lfsr_reg[50]$_DFFE_PP_,
logic_synthesis,synthesized_cell_area,0.00288,mm2
hold_path,holdCritPathClass,register to register,
timing,hold_violations,0,
logic_synthesis,yosys.stat.chipArea,0.00288,mm2
clocking,clock_sinks,67,
logic_synthesis,top_area_share,66.6,%
setup_path,timing.critical_path.buf_inv,1,
report_power, final:
part           leakage (nW)  switching (mW)  internal (mW)
sequential            0.678          0.0290          0.463
combinational         0.882          0.0370          0.139
clock                0.0971           0.132          0.151
routing by layer:
| layer | up-vias | GRT usage [%] | share of wire [%] |
|---|---|---|---|
| met4 | 0 | 1.23 | 0.54 |
| met5 | - | 0 | 0 |
| met3 | 5 | 5.10 | 9.9 |
| met1 | 850 | 19.7 | 46 |
| met2 | 87 | 17.8 | 43 |
| li1 | 854 | - | - |
cells by family after synthesis:
logic type      share of synthesized area [%]
compound gates                          0.520
xor+xnor                                0.911
buf+inv                                  2.26
flops                                    68.7
mux                                      26.7
simple gates                            0.911
worst max path at each step:
| stage | start | cells past startpoint | end | slack, ps |
|---|---|---|---|---|
| CTS | lfsr_reg[60]$_DFFE_PP_ | 1 | lfsr[60] | 4820 |
| global route | lfsr_reg[60]$_DFFE_PP_ | 1 | lfsr[60] | 4780 |
| finish | lfsr_reg[59]$_DFFE_PP_ | 1 | lfsr[59] | 4850 |
cell type report:
class,count,share of cell area (%)
multi-input cells,74,18.6
flip-flops and latches,67,44.1
repair buffers,134,29.6
clock buffers,11,2.92
clock inverters,5,1.19
well taps,129,3.58
Yosys cell counts:
master    count
dfxtp_1       3
xnor2_1       2
buf_6         4
nor2b_1       1
buf_2         4
edfxtp_1     64
xor2_1        1
a21oi_1       1
nand2_1       1
or3_1         1
o21ai_0       2
and3_1        1
mux2_4       16
nor2_1        1
mux2_2       47
stage by stage:
| step | area [um2] | hold WS, ps | setup slack [ps] |
|---|---|---|---|
| CTS | 4500 | 495 | 4820 |
| global placement | 4320 | 456 | 5150 |
| finish | 4500 | 487 | 4850 |
| floorplan | 2880 | 450 | 5210 |
| detailed placement | 4320 | 477 | 5150 |
| global route | 4500 | 524 | 4780 |
Power is estimated from default activity; no workload was simulated.
